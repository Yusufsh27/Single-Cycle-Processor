==> design/flow/design.v <==
`timescale 1ns / 1ps
module ALU(input [2:0] ALUControl, 
			input signed [31:0] SrcA, 
			input signed [31:0] SrcB, 
			output reg signed [31:0] ALUResult,
			output reg Zero); 
	always @(*) begin
		case(ALUControl)
			0:  ALUResult = SrcA+SrcB;  
			1:  ALUResult = SrcA-SrcB;  
			2:  ALUResult = SrcA&SrcB;  
			4:  ALUResult = SrcA|SrcB;  
			5:  ALUResult = SrcA&~SrcB;  
			6:  ALUResult = SrcA|~SrcB;  
			7:  ALUResult = (SrcA<SrcB)?1:0;  
			default begin 
				ALUResult = 3'bxxx;
			end
		endcase
		Zero = (ALUResult==0) ? 1'b1 : 1'b0;
	end
endmodule
`timescale 1ns / 1ps
module DataPath(input CLK, Reset,MemToReg,PCSrc, ALUSrc, RegDst, RegWrite, Jump,
					input [2:0] ALUControl,
					input [31:0] ReadData,
					input [31:0] Instr,
					output [31:0] ALUResult, WriteData,
					output Zero,
					output [31:0] PC);
	wire [4:0] WriteReg;
	wire [31:0] PCNext, PCNextBranch, PCPlus1Out, PCBranchOut;
	wire [31:0] SignImm, SignImmSh;
	wire [31:0] SrcA, SrcB;
	wire [31:0] Result;
	ProgramCounter #(32) U01(CLK,Reset,PCNext, PC);  
	PCPlus1 U02(PC,PCPlus1Out);
	SignExtend U03(Instr[15:0],SignImm);
	PCBranch U04(SignImm,PCPlus1Out,PCBranchOut);
	MainMux #(32) U05(PCSrc,PCBranchOut,PCPlus1Out,PCNextBranch);
	MainMux #(32) U06(Jump,{PCPlus1Out[31:28], Instr[25:0], 2'b00},PCNextBranch,PCNext);
	RegisterFile #(5,32) U07(CLK,Instr[25:21],Instr[20:16], WriteReg, Result,RegWrite,SrcA,WriteData);
	MainMux #(5) U08(RegDst,Instr[15:11], Instr[20:16],WriteReg);
	MainMux #(32) U09(MemToReg,ReadData,ALUResult,Result);
	MainMux #(32) U10(ALUSrc,SignImm,WriteData,SrcB);
	ALU U11 (ALUControl,SrcA,SrcB,ALUResult,Zero);
endmodule
`timescale 1ns / 1ps
module MainMux#(parameter W=32)
					(input SEL,
					input [W-1:0] One,
					input [W-1:0] Zero,
					output [W-1:0] Out);
			assign Out = SEL ? One: Zero;
endmodule
`timescale 1ns / 1ps
module PCBranch(input [31:0] SignImm,
					input [31:0] PCPlus1Out,
					output [31:0] PCBranchOut);
				assign PCBranchOut = SignImm + PCPlus1Out;
endmodule
`timescale 1ns / 1ps
module PCPlus1(input [31:0] PC,
					output [31:0] PCPlus1Out);
				assign PCPlus1Out = PC + 1;
endmodule
`timescale 1ns / 1ps
module ProgramCounter #(parameter Width = 8)
							(input CLK,Reset,
							input [Width - 1: 0]PCin,
							output reg [Width - 1: 0]PC);
			always @(posedge CLK) begin
				if (Reset) PC<= 0;
				else PC <= PCin;
			end
endmodule
`timescale 1ns / 1ps
module RegisterFile #(parameter addWidth=5, dataWidth=32)
							(input CLK,
							input [4:0] A1,  
							input [4:0] A2,  
							input [4:0] A3,  
							input [31:0] WD3,  
							input RegWrite,
							output  [31:0] RD1,
							output  [31:0] RD2);
	reg [dataWidth-1:0] registers [2**addWidth-1:0];
	assign RD1 = registers[A1];  
	assign RD2 = registers[A2];  
		always @(posedge CLK) begin
			if(RegWrite)  
				registers[A3] <= WD3;
		end
endmodule
`timescale 1ns / 1ps
module SignExtend (input [15:0] Instr,
						output [31:0] SignImm);
		assign SignImm = {{16{Instr[15]}}, {Instr[15:0]}};
endmodule
==> design/flow/run.sh <==
#!/bin/bash
# OpenROAD 26Q1-2900-gdf79404cd8, Yosys 0.63+post, stock flow scripts
make -C /OpenROAD-flow-scripts/flow DESIGN_CONFIG=/design/flow/config.mk WORK_HOME=/design/flow/orfs finish
==> design/flow/config.mk <==
export PLATFORM = sky130hd
export DESIGN_NAME = DataPath
export DESIGN_NICKNAME = DataPath
export VERILOG_FILES = /design/flow/design.v
export SDC_FILE = /design/flow/constraint.sdc
export NUM_CORES = 4
export LEC_CHECK = 1
export CORE_UTILIZATION = 30
==> design/flow/constraint.sdc <==
current_design DataPath

set clk_period 18.0
set clk_io_pct 0.2

create_clock -name clk0 -period $clk_period [get_ports {CLK}]

set non_clock_inputs [all_inputs -no_clocks]
set_input_delay [expr $clk_period * $clk_io_pct] -clock clk0 $non_clock_inputs
set_output_delay [expr $clk_period * $clk_io_pct] -clock clk0 [all_outputs]
==> summary.txt <==
Implementation results.

The cell area power density is 97.18 mW/mm². The overall overflow remaining after global route is 0. Across all checked pins, the minimum headroom to the slew limit is 33.16%. The worst setup slack after placement is 2.354 ns. The proportion of register bits with asynchronous set or reset after synthesis is 0%. After detailed placement, the total cell area comes to 0.06210 mm². The most critical hold endpoint after final layout shows a slack of 0.6232 ns. The most frequently used library cell after synthesis is edfxtp_1. The number of global-route vias before repair was 40260. The number of buffers on the longest clock path is 3. In the final run the clock tree shows a worst skew of 0.04037 ns. The routability congestion estimate is 0.9989.

The count of port buffers added during placement is 165. In this run the maximum-capacitance check reported violations numbering 0. The worst setup slack after layout is 2.316 ns.

The pin count of the biggest net entering global routing is 87. The clock tree synthesis step divided the H-tree into 3 levels. In this build the clock could be raised as far as 0.06376 GHz. The synthesized cell area is 0.05718 mm². For this design the top-level I/O count stands at 172.

Yosys mapped a number of flops with a built-in enable equal to 1024. The global-route wire length before repair is 300.8 mm. For this run, the chip area from Yosys synthesis comes to 0.05718 mm². The tree is rooted in a clkbuf_16. The clock drives 1056 sinks.

The post-synthesis cell count from yosys is 3816. In the routed design, unresolved DRC markers number 0. The critical path class is primary input to output port. TritonCTS built the clock tree. The ratio of routed vias to standard cells is 5.852. The worst-case hold path end point is U01.PC[31]. The warning total across the stage logs is 63.

The vertical extent of the die is 438.6 µm. The post-CTS setup repair buffer count is 0. Averaged over all synthesized cells, the footprint is 14.98 µm². The routed layout has 38600 vias.

The number of buffers created by CTS is 110. The data required time at the worst endpoint is 14.40 ns. Per the timing report, the most critical flop-to-flop path originates at U07.registers[17][3]. The number of resized instances in the post-cts repair step is 0. The register-to-register setup slack is 11.07 ns. The post-route setup TNS is 0 ns. The worst hold path cell count is 3.

The worst setup path is launched from a primary input. The critical hold path startpoint is U01.PC[31]. The synthesized design spends more area on one cell type than any other, namely edfxtp_1. The number of placement rows is 159. The capture instance of the worst register-to-register path is U07.registers[20][31].

The later pin in the worst-skew pair is clocked with a latency of 0.77 ns. The floorplan step defined a core boundary enclosing 0.1886 mm². The count of pins over their slew limit is 0. The number of buffers inserted by hold repair at cts is 0. For this run, the total global-route usage over all layers was measured as 23.61%.

The run finished with clean final reports. Post-synth the commonest register cell is edfxtp_1. The area growth from synthesis to layout is 15.29%. The transition time at the pin with the least slew margin is 1.000 ns.

Counting I/O delays and the setup requirement, the final critical path takes 15.68 ns. Per the OpenROAD power report, leakage power amounts to 22.11 nW. The final clock period utilization by the worst path is 87.13%.

The routed wire length is 215.6 mm. The portion of synthesized cell area occupied by the leading cell type is 53.78%. The peak supply drop is 0.08016 mV. In the final report, the number of endpoints failing setup comes to 0.

The number of iterations in the first detailed-routing pass is 6. The synthesis stat section lists a flop and latch total of 1056. The share of synthesized area occupied by flip-flops and latches is 54.90%. The per-cell routed wire length is 32.68 µm. The commonest cells after synthesis are edfxtp_1 (1024), mux4_2 (424), mux2i_1 (290).

The detailed router's first-iteration violation count is 2765. The clock-pin slew of the registers on the worst-case setup and hold paths is 0.06 ns. The type recorded for the worst min-delay path is flop to flop.

Setup repair after global routing left no endpoint under its margin. The fraction of final layout cells with drive strength greater than 1 is 22.09%. The maximum fanout along the worst path is 49. The number of fillers in the final layout is 17750. The number of antenna violations at the first check in global routing is 12.

The die covers 0.1923 mm². The final tally of hold violations is 0. The post-DP HPWL is 142.6 mm.

Counting every instance in the synthesized netlist gives 3816. Counting cells, the worst reg-to-reg path comes to 16. The element type at the critical path end is an output port. The initial core utilization is 30.32%. Yosys mapped the design onto 93 distinct sky130hd cell types.

The arrival time of the worst setup path is 12.08 ns. Sorting the synthesized cells by area gives the leading types as edfxtp_1 (54%), mux4_2 (17%), mux2i_1 (5.1%), ha_1 (2.1%), a22oi_1 (1.4%). The count of yosys warnings during synthesis is 3. The die is 438.6 µm wide. The residual antenna-violating net count after detailed routing is 0. The finished layout cell area is 0.06592 mm².
## worst max-delay path: stages
cell             delay (ns)
buf_8                  0.42
buf_4                  0.51
nor2b_4                0.41
buf_4                  0.53
a22oi_1                0.18
nand3_1                0.14
nand3_1                0.48
mux2i_1                0.55
ha_1                   0.38
nor3_1                 0.11
o311ai_1               0.48
nand4_1                0.33
a21o_1                 0.33
a2111oi_0              0.58
nor4_1                 0.12
or3_1                  0.55
nand4b_1               0.26
or4_1                  0.62
or4_1                  0.62
nor4_2                 0.27
clkdlybuf4s50_1        0.51
## report_power, final
part / leakage [nW] / switching [mW] / internal [mW]
registers: 9.53 / 0.0170 / 2.81
clock network: 1.84 / 1.01 / 1.40
logic: 10.7 / 0.751 / 0.419
## cell families after synthesis
group | Yosys count | synth area share, %
flops | 1056 | 54.90
fa+ha+maj | 98 | 2.184
xor+xnor | 70 | 1.072
mux | 785 | 23.56
simple gates | 748 | 6.526
buf+inv | 364 | 3.173
compound gates | 695 | 8.589
## routing by layer
metal / share of wire, % / wire length [µm] / vias to the layer above / global-route usage [%]
li1: - / - / 16080 / -
met1: 31 / 67210 / 18950 / 24.77
met2: 43 / 92890 / 2947 / 33.25
met3: 18 / 38960 / 584 / 18.51
met4: 7.1 / 15280 / 34 / 12.66
met5: 0.57 / 1219 / - / 4.268
## sequential cells by signal (all words and copies together) (netlist names)
register	count
U01.PC	32
U07.registers	1024
## placed cells by master, fill, tap and decap left out, types with 22 or more instances in the layout
cell type,count
a31oi_1,28
a21oi_1,118
o211ai_1,25
o22ai_1,31
o21ai_0,85
or3_1,31
nor2b_1,22
mux4_2,424
nor2_1,149
dfxtp_1,32
ha_1,95
nand2_1,186
clkdlybuf4s50_1,152
inv_1,106
clkinv_1,26
nand3_1,95
and3_1,25
edfxtp_1,1024
a21o_1,25
a211oi_1,36
nand4_1,24
a22oi_1,107
clkbuf_16,112
a221oi_1,31
nor3_1,35
nor2_4,33
mux2i_1,290
buf_4,159
xnor2_1,49
nand2b_1,32
mux2_2,56
## how the worst max path moves through the flow
stage | start | endpoint | slack (ns) | cells past startpoint
global route | Instr[17] | Zero | 2.03 | 21
finish | Instr[17] | Zero | 2.32 | 21
CTS | Instr[17] | Zero | 2.30 | 20
## through the flow
step	cells	util (%)	power (mW)
2_1_floorplan	3816	-	3.562
3_3_place_gp	6384	32.93	4.029
4_1_cts	6588	34.94	6.418
6_report	6596	34.95	6.406
5_1_grt	6589	34.94	6.601
3_5_place_dp	6384	32.93	4.031
## area by class of cell
cell class	instances	area, µm²	share of cell area, %
inverter	112	420.4	0.6378
multi-input combinational	2396	24280	36.83
clock buffer	125	2851	4.326
antenna	8	20.02	0.03037
clock inverter	79	940.9	1.427
timing repair buffer	325	2894	4.391
tap	2495	3122	4.736
sequential	1056	31390	47.62
No activity file was given, so power comes from the tool's default toggle rates.
